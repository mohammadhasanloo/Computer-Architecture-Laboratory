<file path="design/flow/run.sh">
#!/bin/bash
# OpenROAD 26Q1-2900-gdf79404cd8, Yosys 0.63+post, stock flow scripts
make -C /OpenROAD-flow-scripts/flow DESIGN_CONFIG=/design/flow/config.mk WORK_HOME=/design/flow/orfs finish
</file>
<file path="design/flow/config.mk">
export PLATFORM = sky130hd
export DESIGN_NAME = ID_Stage
export DESIGN_NICKNAME = ID_Stage
export VERILOG_FILES = /design/flow/design.v
export SDC_FILE = /design/flow/constraint.sdc
export NUM_CORES = 4
export LEC_CHECK = 1
export CORE_UTILIZATION = 40
</file>
<file path="design/flow/constraint.sdc">
current_design ID_Stage

set clk_period 15.8
set clk_io_pct 0.2

create_clock -name clk0 -period $clk_period [get_ports {clk}]

set non_clock_inputs [all_inputs -no_clocks]
set_input_delay [expr $clk_period * $clk_io_pct] -clock clk0 $non_clock_inputs
set_output_delay [expr $clk_period * $clk_io_pct] -clock clk0 [all_outputs]
</file>
<file path="design/flow/design.v">
module ID_Stage(
    input clk, rst,
    input [31:0] PC_in, inst,
    input [3:0] status,
    input WB_WB_EN,
    input [31:0] WB_Value,
    input [3:0] wbDest,
    output [31:0] PC,
    output [3:0] EXE_CMD,
    output MEM_R_EN, MEM_W_EN, WB_EN, B, S,
    output [31:0] reg1, reg2,
    output imm,
    output [11:0] Shift_operand,
    output signed [23:0] Signed_imm_24,
    output [3:0] Dest,
    output [3:0] src1, src2,
    input Hazard,
    output Two_src
);
    assign PC = PC_in;
    assign imm = inst[25];
    assign Shift_operand = inst[11:0];
    assign Signed_imm_24 = inst[23:0];
    assign Dest = inst[15:12];
    assign src1 = inst[19:16];
    wire [3:0] aluCmdCU;
    wire memReadCU, memWriteCU, wbEnCU, branchCU, sCU;
    wire [3:0] registerfile_input;
    wire Cond, OR_Output;
    wire [31:0] regRn, regRm;
    assign OR_Output = ~Cond | Hazard;
    assign Two_src = ~imm | memWriteCU;
    assign src2 = registerfile_input;
    Condition_Check condition_check(
        .Cond(inst[31:28]),
        .status(status),
        .res(Cond)
    );
    Control_Unit control_unit(
        .Mode(inst[27:26]),
        .OP_Code(inst[24:21]),
        .S_In(inst[20]),
        .EXE_CMD(aluCmdCU),
        .MEM_R_EN(memReadCU),
        .MEM_W_EN(memWriteCU),
        .WB_EN(wbEnCU),
        .B(branchCU),
        .S_Out(sCU)
    );
    Register_File register_file(
        .clk(clk),
        .rst(rst),
        .src1(inst[19:16]),
        .src2(registerfile_input),
        .Dest_wb(wbDest),
        .Result_WB(WB_Value),
        .Write_Back_En(WB_WB_EN),
        .reg1(regRn),
        .reg2(regRm)
    );
    Mux2To1 #(9) mux_control_unit(
        .a0({aluCmdCU, memReadCU, memWriteCU, wbEnCU, branchCU, sCU}),
        .a1(9'd0),
        .sel(OR_Output),
        .out({EXE_CMD, MEM_R_EN, MEM_W_EN, WB_EN, B, S})
    );
    Mux2To1 #(4) mux_register_file(
        .a0(inst[3:0]),
        .a1(inst[15:12]),
        .sel(memWriteCU),
        .out(registerfile_input)
    );
    Mux2To1 #(32) muxRn15(
        .a0(regRn),
        .a1(PC_in),
        .sel(&inst[19:16]),
        .out(reg1)
    );
    Mux2To1 #(32) muxRm15(
        .a0(regRm),
        .a1(PC_in),
        .sel(&registerfile_input),
        .out(reg2)
    );
endmodule
module Control_Unit(
    input [1:0] Mode,
    input [3:0] OP_Code,
    input S_In,
    output reg [3:0] EXE_CMD,
    output reg MEM_R_EN, MEM_W_EN, WB_EN, B, S_Out
);
    always @(Mode, OP_Code, S_In) begin
        EXE_CMD = 4'd0;
        {MEM_R_EN, MEM_W_EN} = 2'd0;
        {WB_EN, B, S_Out} = 3'd0;
        case (OP_Code)
            4'b1101: EXE_CMD = 4'b0001;  
            4'b1111: EXE_CMD = 4'b1001;  
            4'b0100: EXE_CMD = 4'b0010;  
            4'b0101: EXE_CMD = 4'b0011;  
            4'b0010: EXE_CMD = 4'b0100;  
            4'b0110: EXE_CMD = 4'b0101;  
            4'b0000: EXE_CMD = 4'b0110;  
            4'b1100: EXE_CMD = 4'b0111;  
            4'b0001: EXE_CMD = 4'b1000;  
            4'b1010: EXE_CMD = 4'b0100;  
            4'b1000: EXE_CMD = 4'b0110;  
            4'b0100: EXE_CMD = 4'b0010;  
            4'b0100: EXE_CMD = 4'b0010;  
            default: EXE_CMD = 4'b0001;
        endcase
        case (Mode)
            2'b00: begin
                S_Out = S_In;
                WB_EN = (OP_Code == 4'b1010 || OP_Code == 4'b1000) ? 1'b0 : 1'b1;
            end
            2'b01: begin
                WB_EN = S_In;
                MEM_R_EN = S_In;
                MEM_W_EN = ~S_In;
            end
            2'b10: B = 1'b1;
            default:;
        endcase
    end
endmodule
module Condition_Check(
    input [3:0] Cond,
    input [3:0] status,
    output reg res
);
    wire n, z, c, v;
    assign {n, z, c, v} = status;
    always @(Cond, n, z, c, v) begin
        res = 1'b0;
        case (Cond)
            4'b0000: res = z;              
            4'b0001: res = ~z;             
            4'b0010: res = c;              
            4'b0011: res = ~c;             
            4'b0100: res = n;              
            4'b0101: res = ~n;             
            4'b0110: res = v;              
            4'b0111: res = ~v;             
            4'b1000: res = c & ~z;         
            4'b1001: res = ~c | z;         
            4'b1010: res = (n == v);       
            4'b1011: res = (n != v);       
            4'b1100: res = ~z & (n == v);  
            4'b1101: res = z & (n != v);   
            4'b1110: res = 1'b1;           
            default: res = 1'b0;
        endcase
    end
endmodule
module Register_File(
    input clk, rst,
    input [3:0] src1, src2, Dest_wb,
    input [31:0] Result_WB,
    input Write_Back_En,
    output [31:0] reg1, reg2
);
    reg [31:0] regFile [0:15];
    assign reg1 = regFile[src1];
    assign reg2 = regFile[src2];
    integer i;
    initial begin
        for (i = 0; i < 16; i = i + 1)
            regFile[i] <= i;
    end
    always @(negedge clk or posedge rst) begin
        if (rst)
            for (i = 0; i < 16; i = i + 1)
                regFile[i] <= i;
        else if (Write_Back_En)
            regFile[Dest_wb] <= Result_WB;
    end
endmodule
module Mux2To1 #(
    parameter N = 32
)(
    input [N-1:0] a0, a1,
    input sel,
    output [N-1:0] out
);
    assign out = sel ? a1 : a0;
endmodule
module Mux4To1 #(
    parameter N = 32
)(
    input [N-1:0] a00, a01, a10, a11,
    input [1:0] sel,
    output [N-1:0] out
);
    assign out = (sel == 2'b00) ? a00 :
                 (sel == 2'b01) ? a01 :
                 (sel == 2'b10) ? a10 : a11;
endmodule
</file>
==> impl_metrics.csv <==
group,metric,value,unit
final_timing,maxSlewHeadroom,37.07,%
floorplanning,ios,263,
place,hpwl,66.31,mm
detailed_routing,viasPerCell,6.805,
flow_run,warnings,62,
clock_tree,postCtsSetupRepairBufs,0,
detailed_routing,drt_pass1_iterations,9,
final_layout,layout-drive-gt1-share,30.99,%
floorplanning,core,67400,um^2
final_timing,report.final.slew_viol_count,0,
clock_tree,clock.latency.late_pin,590,ps
global_routing,grt_pass1_vias,23590,
pwr,irDropWorstVdd,84.61,uV
pwr,power_density,124.9,nW/um^2
final_layout,comb_area,13420,um^2
clock_tree,clk_pin_slew,50,ps
critical_path,cpMostUsedCell,"o21ai_0",
detailed_routing,antenna_left,0,
final_timing,tns,0,ps
synth,ys.flop_type,"dfrtn_1",
global_routing,use_met1,44.19,%
outcome,status,"completed",
synth,ys_area,27380,um^2
final_layout,largest_reg_flops,505,
detailed_routing,finalWirelength,113.6,mm
detailed_routing,routedWlPerCell,32.74,um
critical_path,cp_num_buf_inv,1,
critical_path,worstPathArrival,10690,ps
clock_tree,clockBufferDepth,3,
global_routing,antenna_found_initial,6,
synth,synthArstFlopShare,100.0,%
final_timing,finalHoldViolations,0,
floorplanning,fp_util,40.63,%
synth,syn_avg_cell_area,11.30,um^2
worst_hold_path,min_path_type,"flop to flop",
synth,ys_seq_share,46.29,%
critical_path,path_cells,"nand3_1, o21ai_0, a222oi_1, o2111a_1, o21ai_0, clkdlybuf4s50_1",
clock_tree,cts_max_level,2,
final_layout,top_regs,"register_file.regFile: 505 flops",
synth,synth_cells,2422,
critical_path,critPathRequiredTime,12640,ps
global_routing,grt_max_degree,116,
floorplanning,rows,95,
final_timing,worstMarginPinSlew,941.5,ps
clock_tree,cts_tree,"built",
critical_path,critPathTopFamily,"AND-OR/OR-AND gates",
floorplanning,die_h,263.6,um
global_routing,grt_usage,33.79,%
critical_path,endpoint_kind,"output port",
synth,yosysWarningCount,4,
clock_tree,postCtsHoldBufs,0,
synth,synth.distinct_cells,67,
synth,numSynthFlops,505,
critical_path,cp_max_fo,3,
critical_path,worst-setup-path-type,"flop to output port",
global_routing,grt_pass1_wl,164.9,mm
global_routing,grt_util_met2,47.22,%
place,io_buffers,238,
final_layout,top_register,"register_file.regFile",
final_timing,final-setup-viol-count,0,
final_layout,area_growth,18.27,%
detailed_routing,drt-initial-drc-count,2591,
floorplanning,die_w,263.6,um
critical_path,cp_slowest_cell,"clkdlybuf4s50_1",
final_layout,fin_cells,3469,
critical_path,critPathMaxStageDelay,600,ps
synth,syn_area,27380,um^2
floorplanning,die_area,69500,um^2
detailed_routing,drc,0,
place,gp_congestion,1.011,
critical_path,critPathLaunchType,"flop",
global_routing,grt-busiest-layer,"met2",
clock_tree,clock-sinks,505,
global_routing,grt-ovfl-total,0,
final_layout,nFillCells,5816,
final_layout,flop_area,12670,um^2
pwr,p_leak,13.04,nW
flow_run,drv_cap,0,
final_timing,rsz0062_at_grt,"no",
clock_tree,cts-root-buf,"clkbuf_16",
detailed_routing,via_count,23610,
global_routing,use_met3,16.50,%
final_timing,skew,0,ps
synth,edf_count,0,
synth,ys_cells,2422,
clock_tree,ctsResizeCount,0,
final_layout,final_core_util,48.05,%
place,place_inst,3335,
clock_tree,numCtsBuffers,54,
==> power breakdown <==
| part | switching, W | internal [W] |
|---|---|---|
| clock | 0.000563 | 0.000768 |
| sequential | 0.000259 | 0.00164 |
| combinational | 0.000370 | 0.000448 |
==> layer usage <==
layer,vias up,share of wire (%),wire length (um)
met5,-,0.085,97
met4,8,6.5,7413
met3,476,14,16230
met2,1723,42,47930
met1,11820,37,41900
li1,9576,-,-
==> metrics by stage <==
step                hold WS [ps]  instance area, um^2  power (W)  worst slack, ps
detailed placement         458.4                30440   0.002719             2104
global route               472.5                32380   0.004203             1880
global placement           451.1                30440   0.002697             2177
finish                     455.8                32380   0.004046             1949
CTS                        458.3                32370   0.004033             2104
floorplan                  440.0                27380   0.002350            -1866
==> cells in the final DEF, fill, tap and decap left out, types with 19 or more instances in the layout <==
cell             count
nand3_1             54
buf_4              106
clkdlybuf4s50_1    234
inv_1               41
mux2_2             522
nor3_1              19
dfrtn_1            475
a22oi_1            224
o22ai_1             81
dfstp_2             30
nand2_1             83
a22o_1              45
a222oi_1            50
nand4_1             23
clkbuf_16           58
nor2_1              83
o21ai_0             36
a221oi_1            50
a21oi_1             63
==> final cells by class <==
class | count | area share, %
clock buffer | 89 | 5.390
antenna | 5 | 0.03864
sequential | 505 | 39.14
tap | 873 | 3.373
timing repair buffer | 346 | 9.876
inverter | 12 | 0.1507
multi-input combinational | 1598 | 41.46
clock inverter | 41 | 0.5719
==> cell usage after synthesis (all sizes together), types with 3 or more instances <==
master | count | share of area, %
a221o | 3 | 0.11
a22o | 45 | 1.4
clkbuf | 153 | 2.1
buf | 153 | 3.5
dfstp | 30 | 2.9
nand2b | 18 | 0.41
a32oi | 12 | 0.38
nand3b | 10 | 0.27
o32ai | 6 | 0.19
nor3 | 20 | 0.37
nand4b | 8 | 0.26
nor2 | 95 | 1.3
o31ai | 3 | 0.082
dfrtn | 475 | 43
nand4 | 23 | 0.53
mux2i | 28 | 1.1
xnor2 | 4 | 0.13
a31oi | 16 | 0.37
nor3b | 12 | 0.33
nand2 | 85 | 1.2
o22ai | 81 | 1.9
nor4b | 11 | 0.40
a221oi | 50 | 1.6
nor4bb | 15 | 0.55
inv | 13 | 0.18
nor2b | 16 | 0.37
o21ai | 36 | 0.66
a22oi | 224 | 6.1
nor4 | 17 | 0.39
and3 | 17 | 0.39
o2111ai | 11 | 0.35
nand3 | 54 | 0.99
a211oi | 4 | 0.11
a222oi | 50 | 1.8
mux2 | 527 | 22
or3 | 4 | 0.091
a21oi | 65 | 1.2
==> cells by family (layout without fill, tap and decap cells) <==
family                    after synthesis  after routing  synth area share [%]
and+or+nand+nor                       412            412                 8.002
DFF                                   505            505                 46.29
other                                   0              5                     0
AOI/OAI and AO/OA                     627            627                 16.97
buffers and inverters                 319            488                 5.767
muxes                                 555            555                 22.84
xor gates and xnor gates                4              4                0.1279
==> path summary, 6_finish.rpt <==
kind / start / endpoint / slack [ps] / depth (start not counted)
hold / removal: register_file.regFile[15][11] / register_file.regFile[15][11] / 460 / 1
setup reg to reg: register_file.regFile[14][22] / register_file.regFile[14][22] / 14940 / 1
setup / recovery: register_file.regFile[14][16] / reg1[16] / 1950 / 6
min in group asynchronous: rst / register_file.regFile[14][23] / 10750 / 2
max in group asynchronous: rst / register_file.regFile[1][0] / 3500 / 4
hold reg to reg: register_file.regFile[15][11] / register_file.regFile[15][11] / 460 / 1
No activity file was given, so power comes from the tool's default toggle rates.
