==> flow/design.v <==
module Sram(
    input clk, rst,
    input SRAM_WE_N,
    input [17:0] SRAM_ADDR,
    inout [15:0] SRAM_DQ
);
    reg [15:0] memory [0:511];
    assign SRAM_DQ = (SRAM_WE_N == 1'b1) ? memory[SRAM_ADDR] : 16'dz;
    always @(posedge clk) begin
        if (SRAM_WE_N == 1'b0) begin
            memory[SRAM_ADDR] = SRAM_DQ;
        end
    end
endmodule
==> flow/run.sh <==
#!/bin/bash
# OpenROAD 26Q1-2900-gdf79404cd8, Yosys 0.63+post, stock flow scripts
make -C /OpenROAD-flow-scripts/flow DESIGN_CONFIG=/design/flow/config.mk WORK_HOME=/design/flow/orfs finish
==> flow/config.mk <==
export PLATFORM = sky130hd
export DESIGN_NAME = Sram
export DESIGN_NICKNAME = Sram
export VERILOG_FILES = /design/flow/design.v
export SDC_FILE = /design/flow/constraint.sdc
export NUM_CORES = 4
export LEC_CHECK = 1
export CORE_UTILIZATION = 40
export SYNTH_MEMORY_MAX_BITS = 65536
==> flow/constraint.sdc <==
current_design Sram

set clk_period 51.4
set clk_io_pct 0.2

create_clock -name clk0 -period $clk_period [get_ports {clk}]

set non_clock_inputs [all_inputs -no_clocks]
set_input_delay [expr $clk_period * $clk_io_pct] -clock clk0 $non_clock_inputs
set_output_delay [expr $clk_period * $clk_io_pct] -clock clk0 [all_outputs]
==> results.txt <==
run results: status=aborted with a tool error, stage reached=4_1_cts, stop err=[error] [KeplerFormal.cpp:679] Workflow failed: Iso has multiple drivers: .SRAM_DQ2, place1575.X0, post-synth top area cell=edfxtp_1, ys flops=8,192, hold_buf cts=0, Mapped Area=314,000 um^2, top cell type's share of synthesized area=0.783, cell count after synthesis=14,800, post-synthesis cell type count=81, Post-CTS Resized=0, Starting Density=0.401, post-synthesis sequential area ratio=0.783, # port buffers=10, Clock Tree Buf Depth=4, top cells, area=edfxtp_1 (78%), mux4_2 (10%), mux2i_1 (4.3%), YS chip area=314,000 um^2, Most common reg cell=edfxtp_1, H-tree lvl count=6, post-synthesis average cell area=21.2 um^2, Root Buffer Master=clkbuf_16, TritonCTS Sinks=8,192, die width=888 um, Placement Rows=325, GP Congestion=0.934, hpwl dp=573,000 um, Die Ht=888 um, post-synthesis async set-or-reset flop share=0, Commonest cells post-synth=edfxtp_1 (8,192), mux4_2 (1,394), mux2i_1 (1,342), Post-CTS Setup Bufs=0, yosys stat cell total=14,800, Synth top cell by count=edfxtp_1, Post-synth EDFFs=8,192, total CTS buffers=804, I/O pin cnt=37, yosys warns=2
[cells by family after synthesis]
| logic type | count (synthesis) | synth area share |
|---|---|---|
| flip-flops | 8192 | 0.783 |
| multiplexers | 2761 | 0.144 |
| AND-OR/OR-AND | 1611 | 0.0356 |
| AND/OR/NAND/NOR | 1377 | 0.0211 |
| buffers and inverters | 884 | 0.0161 |
[per-stage QoR]
step,utilization,cell area [um^2],hold slack (ps),setup slack [ps],instances
2_1_floorplan,-,314000,5650,20930,14800
3_3_place_gp,0.425,333000,1190,22670,25700
3_5_place_dp,0.425,333000,1220,22590,25700
