File: flow/design.v
module CacheController(
    input clk, rst,
    input rdEn, wrEn,
    input [31:0] address,
    input [31:0] writeData,
    output [31:0] readData,
    output ready,
    input sramReady,
    input [63:0] sramReadData,
    output sramWrEn, sramRdEn
);
    reg [31:0] way0First  [0:63];
    reg [31:0] way0Second [0:63];
    reg [31:0] way1First  [0:63];
    reg [31:0] way1Second [0:63];
    reg [9:0] way0Tag [0:63];
    reg [9:0] way1Tag [0:63];
    reg [63:0] way0Valid;
    reg [63:0] way1Valid;
    reg [63:0] indexLru;
    wire [2:0] offset;
    wire [5:0] index;
    wire [9:0] tag;
    assign offset = address[2:0];
    assign index = address[8:3];
    assign tag = address[18:9];
    wire [31:0] dataWay0, dataWay1;
    wire [9:0] tagWay0, tagWay1;
    wire validWay0, validWay1;
    assign dataWay0 = (offset[2] == 1'b0) ? way0First[index] : way0Second[index];
    assign dataWay1 = (offset[2] == 1'b0) ? way1First[index] : way1Second[index];
    assign tagWay0 = way0Tag[index];
    assign tagWay1 = way1Tag[index];
    assign validWay0 = way0Valid[index];
    assign validWay1 = way1Valid[index];
    wire hit;
    wire hitWay0, hitWay1;
    assign hitWay0 = (tagWay0 == tag && validWay0 == 1'b1);
    assign hitWay1 = (tagWay1 == tag && validWay1 == 1'b1);
    assign hit = hitWay0 | hitWay1;
    wire [31:0] data;
    wire [31:0] readDataQ;
    assign data = hitWay0 ? dataWay0 :
                  hitWay1 ? dataWay1 : 32'dz;
    assign readDataQ = hit ? data :
                       sramReady ? (offset[2] == 1'b0 ? sramReadData[31:0] : sramReadData[63:32]) : 32'bz;
    assign readData = rdEn ? readDataQ : 32'bz;
    assign ready = sramReady;
    assign sramRdEn = ~hit & rdEn;
    assign sramWrEn = wrEn;
    always @(posedge clk) begin
        if (wrEn) begin
            if (hitWay0) begin
                way0Valid[index] = 1'b0;
                indexLru[index] = 1'b1;
            end
            else if (hitWay1) begin
                way1Valid[index] = 1'b0;
                indexLru[index] = 1'b0;
            end
        end
    end
    always @(posedge clk) begin
        if (rdEn) begin
            if (hit) begin
                indexLru[index] = hitWay1;
            end
            else begin
                if (sramReady) begin
                    if (indexLru[index] == 1'b1) begin
                        {way0Second[index], way0First[index]} = sramReadData;
                        way0Valid[index] = 1'b1;
                        way0Tag[index] = tag;
                        indexLru[index] = 1'b0;
                    end
                    else begin
                        {way1Second[index], way1First[index]} = sramReadData;
                        way1Valid[index] = 1'b1;
                        way1Tag[index] = tag;
                        indexLru[index] = 1'b1;
                    end
                end
            end
        end
    end
    always @(posedge clk or posedge rst) begin
        if (rst) begin
            way0Valid = 64'd0;
            way1Valid = 64'd0;
            indexLru = 64'd0;
        end
    end
endmodule
File: flow/run.sh
#!/bin/bash
# OpenROAD 26Q1-2900-gdf79404cd8, Yosys 0.63+post, stock flow scripts
make -C /OpenROAD-flow-scripts/flow DESIGN_CONFIG=/design/flow/config.mk WORK_HOME=/design/flow/orfs finish
File: flow/config.mk
export PLATFORM = sky130hd
export DESIGN_NAME = CacheController
export DESIGN_NICKNAME = CacheController
export VERILOG_FILES = /design/flow/design.v
export SDC_FILE = /design/flow/constraint.sdc
export NUM_CORES = 4
export LEC_CHECK = 1
export CORE_AREA = 10 10 73 73
export DIE_AREA = 0 0 83 83
export SYNTH_MEMORY_MAX_BITS = 65536
File: flow/constraint.sdc
current_design CacheController

set clk_period 1.0
set clk_io_pct 0.2

create_clock -name clk0 -period $clk_period [get_ports {clk}]

set non_clock_inputs [all_inputs -no_clocks]
set_input_delay [expr $clk_period * $clk_io_pct] -clock clk0 $non_clock_inputs
set_output_delay [expr $clk_period * $clk_io_pct] -clock clk0 [all_outputs]
==> flow_summary_export.csv <==
group,metric,value,unit
run_status,status,"finished, violations left",
run_status,violations,"setup timing",
setup_path,start_kind,"input port",
floorplanning,rows,22,
route,drc,0,
setup_path,cp-endpoint,"readData[12]",
logic_synthesis,ys_seq_share,0,%
grt,grt_max_degree,6,
power,combPwrFrac,100.0,%
power,power_density,394,mW/mm²
cells_and_area,register_area,0,µm²
cells_and_area,clkbuf_count,0,
sta,period_used_share,119,%
grt,grt-ovfl-total,0,
job,max-cap-violations,0,
placed_design,place.gp.congestion,0.794,
hold_path,min_path_type,"input port to output pin",
power,switching_power,0.144,mW
floorplanning,fp_util,15.1,%
cells_and_area,drive_above_1_share,54.0,%
sta,rsz0062_at_grt,"yes",
floorplanning,chip_area,0.00689,mm²
logic_synthesis,yosys-top-cells-count,"30 x mux2_4, 3 x buf_12, 3 x buf_4",
logic_synthesis,largest_area_cell,"mux2_4",
cells_and_area,fin_util,44.2,%
power,clockPowerShare,0,%
logic_synthesis,top_cell,"mux2_4",
sta,fmax,842,MHz
sta,slew_headroom,94.6,%
route,wirelength,3050,µm
floorplanning,die_w,83,µm
route,drt_first_pass_iters,1,
grt,grt_use_total,7.87,%
sta,fin_ws,-187,ps
floorplanning,die_y,83,µm
floorplanning,fp.coreArea,0.00374,mm²
setup_path,startpoint,"address[2]",
sta,finalHoldViolations,0,
setup_path,path_class,"input port to output pin",
sta,tightestPinTransition,80.3,ps
setup_path,cp.arrival,990,ps
power,power.internal,0.509,mW
logic_synthesis,area_leaders,"mux2_4 79%, buf_12 11%, buf_4 4.0%",
logic_synthesis,yosys_warnings,580,
setup_path,cp_max_fo,5,
route,n_antenna_cell,0,
grt,grt_pass1_vias,813,
sta,slew_violations,0,
logic_synthesis,ys_area,567,µm²
route,drt_first_iter_violations,0,
power,vdd.ir_drop.worst,0.000130,V
power,seq_power_share,0,%
route,vias,726,
sta,period_minus_slack,1190,ps
logic_synthesis,syn_area,567,µm²
job,openroad.warnings,94,
cells_and_area,layout.cells.non_filler,187,
cells_and_area,flops,0,
grt,grt_first_pass_wirelength,4600,µm
floorplanning,io_pins,168,
route,wl_per_cell,16.3,µm
setup_path,cp.required,800,ps
route,viasPerCell,3.88,
cells_and_area,syn_to_final_growth,192,%
placed_design,portBuffers,97,
power,switching_share,22.0,%
placed_design,pre_cts_ws,-512,ps
power,p_leak,0.961,nW
logic_synthesis,ys_types,5,
grt,antenna_found_initial,0,
cts,cts_hold_buffers,0,
route,drtAntennaViolNets,0,
sta,setup_viol,32,
logic_synthesis,synthCells,39,
placed_design,post-place-cells,179,
setup_path,worst_setup_path_end_kind,"output pin",
logic_synthesis,synth_top_area_share,79.5,%
logic_synthesis,ys_cells,39,
logic_synthesis,avgSynthCellArea,14.5,µm²
power groups by stage:
stage / sequential (mW) / combinational (mW) / clock, mW
after CTS: 0 / 0.655 / 0
after global routing: 0 / 0.698 / 0
final: 0 / 0.653 / 0
cells by family (layout without fill, tap and decap cells):
family                 after synthesis  count (layout)  share of synthesized area, %
buffers and inverters                7             107                          16.6
multiplexers                        32              32                          83.4
worst min path at each step:
stage,start,endpoint,cells past startpoint
after global routing,wrEn,sramWrEn,0
after CTS,wrEn,sramWrEn,0
final,wrEn,sramWrEn,0
layout make-up:
type / count / area [µm²]
fillers: 365 / 2090
multi-input cells: 32 / 480
well taps: 48 / 60.1
repair buffers: 107 / 1110
critical path, cell delays in order:
cell    delay, ps
buf_12        120
buf_12        130
buf_12        130
mux2_4        300
buf_6         110
layer usage:
layer	vias up	routed length [µm]	global-route usage, %
li1	344	-	-
met1	323	1290	9.26
met2	59	1460	13.8
met3	0	301	3.25
met4	0	0	0
met5	-	0	0
timing repair:
| action | 4_1_cts | 5_1_grt |
|---|---|---|
| cloned | 3 | 0 |
| buffers inserted | 6 | 0 |
| endpoints found under the setup margin | 32 | 32 |
| gates resized | 154 | 25 |
| endpoints found under the hold margin | 0 | 0 |
stage by stage:
| stage | hold WS (ps) | area (µm²) | setup TNS (ps) | total power [mW] |
|---|---|---|---|---|
| finish | 400 | 1660 | -4120 | 0.653 |
| global route | 400 | 1660 | -4670 | 0.698 |
| CTS | 400 | 1590 | -5280 | 0.655 |
| detailed placement | 400 | 1540 | -15510 | 0.663 |
| global placement | 400 | 1540 | -15430 | 0.660 |
| floorplan | 466 | 567 | 0 | 0.213 |
layout by cell type (no fill, tap or decap), drive strengths merged:
cell type and count:
clkdlybuf4s50 14, buf 43, dlygate4sd2 35, mux2 32, dlymetal6s2s 15
Power is estimated from default activity; no workload was simulated.
